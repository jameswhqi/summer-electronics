===== ./config.mk =====
export PLATFORM = sky130hd
export DESIGN_NAME = Trackuturn
export DESIGN_NICKNAME = Trackuturn
export VERILOG_FILES = /design/flow/design.v
export SDC_FILE = /design/flow/constraint.sdc
export NUM_CORES = 4
export LEC_CHECK = 1
export CORE_UTILIZATION = 50

===== ./constraint.sdc =====
current_design Trackuturn

set clk_period 5.7
set clk_io_pct 0.2

create_clock -name clk0 -period $clk_period [get_ports {clkus}]

set non_clock_inputs [all_inputs -no_clocks]
set_input_delay [expr $clk_period * $clk_io_pct] -clock clk0 $non_clock_inputs
set_output_delay [expr $clk_period * $clk_io_pct] -clock clk0 [all_outputs]

===== ./design.v =====
module Trackuturn (
    input rst,
    input clkus,
    input [3:0] ir,
    input en_tracking, en_uturn, en_brake, en_reverse, en_fbrake,
    output reg [1:0] front_wheel,
    output reg [1:0] motor,
    output reg end_of_track,
    output reg uturn_finished,
    output reg brake_finished, reverse_finished, fbrake_finished
);
    parameter   STOP        = 7'b0000001,
                TRACK       = 7'b0000010,  
                BRAKE       = 7'b0000100,
                FORWARD     = 7'b0001000,  
                BACKWARD    = 7'b0010000,  
                REVERSE     = 7'b0100000,
                FBRAKE      = 7'b1000000;
    reg [6:0] cstate, nstate;
    parameter WHITE = 1'b0, BLACK = 1'b1;
    parameter   STRAIGHT    = 2'b00,
                LEFT        = 2'b01,
                RIGHT       = 2'b11;
    parameter   MOTOR_STOP  = 2'b00,
                MOTOR_FOR   = 2'b01,
                MOTOR_BACK  = 2'b10,
                MOTOR_BRAKE = 2'b11;
    parameter   TURN_DELAY  = 500000,  
                DRIVE_DELAY = 800000;  
    reg [19:0] delay;
    reg delayed;
    parameter BRAKE_TIME = 500000;  
    reg [18:0] brake_cnt;
    reg double_white;
    reg [3:0] turn_cnt;
    always @(posedge clkus or negedge rst)
        if (!rst)
            cstate <= STOP;
        else
            cstate <= nstate;
    always @(*)
        case (cstate)
            STOP:
                if (en_tracking)
                    nstate = TRACK;
                else if (en_uturn && !uturn_finished)
                    nstate = BACKWARD;
                else if (en_brake && !brake_finished)
                    nstate = BRAKE;
                else if (en_reverse && !reverse_finished)
                    nstate = REVERSE;
                else if (en_fbrake && !fbrake_finished)
                    nstate = FBRAKE;
                else
                    nstate = STOP;
            TRACK:
                if (!en_tracking)
                    nstate = STOP;
                else
                    nstate = TRACK;
            BRAKE:
                if (brake_cnt == 1)
                    nstate = STOP;
                else
                    nstate = BRAKE;
            FORWARD:
                if (double_white && (ir[2] == BLACK || ir[1] == BLACK))
                    nstate = BACKWARD;
                else if (turn_cnt >= 2 && (ir == {WHITE, WHITE, WHITE, WHITE} || ir == {BLACK, BLACK, WHITE, WHITE}))
                    nstate = STOP;
                else
                    nstate = FORWARD;
            BACKWARD:
                if (double_white && (ir[2] == BLACK || ir[1] == BLACK))
                    nstate = FORWARD;
                else if (turn_cnt >= 2 && (ir == {WHITE, WHITE, WHITE, WHITE} || ir == {BLACK, BLACK, WHITE, WHITE} || ir == {WHITE, WHITE, BLACK, BLACK}))
                    nstate = STOP;
                else
                    nstate = BACKWARD;
            REVERSE:
                if (ir[2:1] == {BLACK, BLACK})
                    nstate = STOP;
                else
                    nstate = REVERSE;
            FBRAKE:
                if (brake_cnt == 1)
                    nstate = STOP;
                else
                    nstate = FBRAKE;
            default:
                nstate = STOP;
        endcase
    always @(posedge clkus or negedge rst)
        if (!rst) begin
            front_wheel <= STRAIGHT;
            motor <= MOTOR_STOP;
            end_of_track <= 0;
            uturn_finished <= 0;
            brake_finished <= 0;
            reverse_finished <= 0;
            delay <= 0;
            delayed <= 0;
            brake_cnt <= 0;
            turn_cnt <= 0;
            double_white <= 0;
        end
        else
            case (nstate)
                STOP: begin
                    front_wheel <= STRAIGHT;
                    motor <= MOTOR_STOP;
                    end_of_track <= 0;
                    if (cstate == FORWARD || cstate == BACKWARD)
                        uturn_finished <= 1;
                    else if (!en_uturn)
                        uturn_finished <= 0;
                    if (cstate == BRAKE)
                        brake_finished <= 1;
                    else if (!en_brake)
                        brake_finished <= 0;
                    if (cstate == REVERSE)
                        reverse_finished <= 1;
                    else if (!en_reverse)
                        reverse_finished <= 0;
                    if (cstate == FBRAKE)
                        fbrake_finished <= 1;
                    else if (!en_fbrake)
                        fbrake_finished <= 0;
                    delay <= 0;
                    delayed <= 0;
                    brake_cnt <= 0;
                    turn_cnt <= 0;
                    double_white <= 0;
                end
                TRACK: begin
                    if (ir[3] == BLACK && ir[0] == WHITE)
                        front_wheel <= RIGHT;
                    else if (ir[3] == WHITE && ir[0] == BLACK)
                        front_wheel <= LEFT;
                    else
                        front_wheel <= STRAIGHT;
                    if (end_of_track)
                        motor <= MOTOR_STOP;
                    else
                        motor <= MOTOR_FOR;
                    if (ir[3] == BLACK && ir[0] == BLACK)
                        end_of_track <= 1;
                    uturn_finished <= 0;
                    brake_finished <= 0;
                    reverse_finished <= 0;
                end
                BRAKE: begin
                    front_wheel <= STRAIGHT;
                    motor <= MOTOR_BRAKE;
                    if (brake_cnt == 0)
                        brake_cnt <= BRAKE_TIME;
                    else
                        brake_cnt <= brake_cnt - 1;
                end
                FORWARD: begin
                    if (delay >= TURN_DELAY || delayed && cstate != BACKWARD)
                        if (turn_cnt >= 2 && ir[3] == WHITE && ir[0] == WHITE)
                            front_wheel <= STRAIGHT;
                        else
                            front_wheel <= LEFT;
                    if (delay >= DRIVE_DELAY)
                        motor <= MOTOR_FOR;
                    else if (!delayed)
                        motor <= MOTOR_STOP;
                    if (cstate == BACKWARD) begin
                        double_white <= 0;
                        turn_cnt <= turn_cnt + 1;
                    end
                    if (ir[2:1] == {WHITE, WHITE})
                        double_white <= 1;
                    if (delayed)
                        delay <= 0;
                    else
                        delay <= delay + 1;
                    if (cstate == BACKWARD)
                        delayed <= 0;
                    else if (delay >= DRIVE_DELAY)
                        delayed <= 1;
                end
                BACKWARD: begin
                    if (delay >= TURN_DELAY)
                        front_wheel <= RIGHT;
                    if (delay >= DRIVE_DELAY)
                        motor <= MOTOR_BACK;
                    else if (!delayed)
                        motor <= MOTOR_STOP;
                    if (cstate == FORWARD) begin
                        double_white <= 0;
                        turn_cnt <= turn_cnt + 1;
                    end
                    if (ir[2:1] == {WHITE, WHITE})
                        double_white <= 1;
                    if (delayed)
                        delay <= 0;
                    else
                        delay <= delay + 1;
                    if (cstate == FORWARD)
                        delayed <= 0;
                    else if (delay >= DRIVE_DELAY)
                        delayed <= 1;
                end
                REVERSE: begin
                    front_wheel <= STRAIGHT;
                    motor <= MOTOR_BACK;
                end
                FBRAKE: begin
                    front_wheel <= STRAIGHT;
                    motor <= MOTOR_FOR;
                    if (brake_cnt == 0)
                        brake_cnt <= BRAKE_TIME;
                    else
                        brake_cnt <= brake_cnt - 1;
                end
            endcase
endmodule

===== ./run.sh =====
#!/bin/bash
# OpenROAD 26Q1-2900-gdf79404cd8, Yosys 0.63+post, stock flow scripts
make -C /OpenROAD-flow-scripts/flow DESIGN_CONFIG=/design/flow/config.mk WORK_HOME=/design/flow/orfs finish

==> node_exporter_impl.prom <==
# HELP chip_impl_metric Metrics from one implementation run
# TYPE chip_impl_metric gauge
chip_impl_info{name="outcome",value="complete, no violations"} 1
chip_impl_metric{name="htreeDepth",unit=""} 3
chip_impl_metric{name="yosys_warning_count",unit=""} 1
chip_impl_metric{name="grt_use_total",unit=""} 0.242
chip_impl_metric{name="n_fill_cell",unit=""} 620
chip_impl_metric{name="fp.dieH",unit="µm"} 89.5
chip_impl_metric{name="fp_util",unit=""} 0.522
chip_impl_metric{name="timing_max_transition_violations_final",unit=""} 0
chip_impl_metric{name="ff2ff_setup_slack",unit="ps"} 2410
chip_impl_metric{name="ctsHoldBuffers",unit=""} 0
chip_impl_metric{name="clock_insertion_delay_worst_skew",unit="ps"} 340
chip_impl_metric{name="synth_chip_area",unit="µm²"} 3830
chip_impl_info{name="setup.worst_path.end_class",value="register"} 1
chip_impl_metric{name="finalSetupTns",unit="ps"} 0
chip_impl_metric{name="io_buffer_count",unit=""} 19
chip_impl_metric{name="post_cts.resized_instances",unit=""} 0
chip_impl_metric{name="die_width",unit="µm"} 89.5
chip_impl_metric{name="placeableCoreArea",unit="µm²"} 7330
chip_impl_metric{name="power_switching_share",unit=""} 0.322
chip_impl_metric{name="drt_pass1_iterations",unit=""} 5
chip_impl_metric{name="mappedNetlistArea",unit="µm²"} 3830
chip_impl_metric{name="antenna_found_initial",unit=""} 0
chip_impl_info{name="worst_hold_path_type",value="register to register"} 1
chip_impl_info{name="clk_root_buffer_cell",value="sky130_fd_sc_hd__clkbuf_8"} 1
chip_impl_metric{name="timing.hold.worst_path_depth",unit=""} 1
chip_impl_metric{name="timing.final.crit_share",unit=""} 0.725
chip_impl_metric{name="grt_remaining_overflow",unit=""} 0
chip_impl_metric{name="via_count",unit=""} 3296
chip_impl_metric{name="clk_pin_slew",unit="ps"} 70
chip_impl_metric{name="detail-route-antenna-nets",unit=""} 0
chip_impl_info{name="area_leaders",value="sky130_fd_sc_hd__dfrtp_1 39%, sky130_fd_sc_hd__o21ai_0 4.8%, sky130_fd_sc_hd__nand2_1 4.4%"} 1
chip_impl_metric{name="finalClockSkew",unit="ps"} 10.3
chip_impl_metric{name="log.warning_count",unit=""} 32
chip_impl_metric{name="setup_violations",unit=""} 0
chip_impl_metric{name="portion_of_total_power_attributed_to_the_clock_network",unit=""} 0.310
chip_impl_info{name="final_layout_top_logic_cells",value="59 x sky130_fd_sc_hd__dfrtp_1, 45 x sky130_fd_sc_hd__nand2_1, 37 x sky130_fd_sc_hd__o21ai_0, 31 x sky130_fd_sc_hd__nor2_1, 22 x sky130_fd_sc_hd__inv_1"} 1
chip_impl_metric{name="worst_pin_slew",unit="ps"} 765
chip_impl_metric{name="drive_above_1_share",unit=""} 0.0925
chip_impl_info{name="cts_tree",value="done"} 1
chip_impl_metric{name="p_leak",unit="nW"} 1.77
chip_impl_metric{name="place_hpwl",unit="mm"} 6.03
chip_impl_metric{name="preCtsSetupSlack",unit="ps"} 1280
chip_impl_metric{name="cp.arrival",unit="ps"} 4380
chip_impl_metric{name="ys_seq_elements",unit=""} 61
chip_impl_metric{name="cts_buffers",unit=""} 9
chip_impl_metric{name="cts.path.max_buffers",unit=""} 2
chip_impl_metric{name="area.combinational",unit="µm²"} 2110
chip_impl_metric{name="drc_errors",unit=""} 0
chip_impl_metric{name="grt_first_pass_wirelength",unit="mm"} 14.5
chip_impl_metric{name="max-vdd-ir-drop",unit="mV"} 0.199
chip_impl_metric{name="post-synth-top-area-fraction",unit=""} 0.386
chip_impl_metric{name="areaGrowthSynthToFinish",unit="%"} 11.2
chip_impl_metric{name="synth_async_sr_flop_share",unit=""} 0.984
chip_impl_metric{name="maxSlewHeadroom",unit=""} 0.487
chip_impl_metric{name="max-cap-violations",unit=""} 0
chip_impl_metric{name="postSynthSeqShare",unit=""} 0.400
chip_impl_metric{name="layout_setup_ws",unit="ps"} 1570
chip_impl_metric{name="wl_met3",unit="µm"} 388
chip_impl_metric{name="post_synth.cell_area_avg",unit="µm²"} 8.82
chip_impl_metric{name="chipArea",unit="µm²"} 8010
chip_impl_metric{name="routed_via_density",unit=""} 5.96
chip_impl_metric{name="largest_net_degree_at_the_start_of_global_routing",unit=""} 39
chip_impl_metric{name="seq_power_share",unit=""} 0.479
chip_impl_metric{name="report.final.hold_viol_count",unit=""} 0
chip_impl_metric{name="design.portCount",unit=""} 20
chip_impl_metric{name="insertedDiodeCount",unit=""} 0
chip_impl_info{name="criticalPathCategory",value="input pin to register"} 1
chip_impl_metric{name="maxClockFrequency",unit="GHz"} 0.242
chip_impl_metric{name="placed_cells_incl_taps",unit=""} 537
chip_impl_metric{name="setup_repair_bufs_after_cts",unit=""} 0
chip_impl_metric{name="detail_route.wl_per_cell",unit="µm"} 15.8
chip_impl_metric{name="cell_internal_pwr",unit="mW"} 0.778
chip_impl_metric{name="sequential_cell_area",unit="µm²"} 1530
chip_impl_metric{name="layout_min_cycle_time",unit="ps"} 4130
chip_impl_metric{name="powerDensity",unit="nW/µm²"} 270
chip_impl_metric{name="fp-row-count",unit=""} 31
chip_impl_info{name="flop_cell",value="sky130_fd_sc_hd__dfrtp_1"} 1
chip_impl_metric{name="p_comb_frac",unit=""} 0.211
chip_impl_metric{name="path_max_fanout",unit=""} 21
chip_impl_metric{name="edf_count",unit=""} 1
chip_impl_metric{name="worst_r2r_path_depth",unit=""} 9
chip_impl_metric{name="dr.first_iter.drc_count",unit=""} 185
chip_impl_metric{name="net-switching-power",unit="mW"} 0.370
chip_impl_metric{name="final_core_util",unit=""} 0.581
chip_impl_metric{name="synth.yosys.num_cells",unit=""} 434
chip_impl_metric{name="finalWirelength",unit="mm"} 8.74
chip_impl_info{name="layout.cells.most_common",value="sky130_fd_sc_hd__dfrtp_1"} 1
chip_impl_metric{name="grt_pass1_vias",unit=""} 2932
chip_impl_metric{name="met2WireLength",unit="mm"} 3.84
chip_impl_info{name="grt_setup_unrepaired",value="false"} 1
chip_impl_metric{name="clock_sinks",unit=""} 61
chip_impl_info{name="top_signal_layer_used",value="met4"} 1
chip_impl_metric{name="post_synth_num_cell_types",unit=""} 68
chip_impl_metric{name="met1Wirelength",unit="mm"} 4.42
chip_impl_metric{name="power.total",unit="mW"} 1.15
chip_impl_info{name="kind_of_launch_point_of_the_worst_setup_path",value="input pin"} 1
chip_impl_metric{name="gp_congestion",unit=""} 0.854
chip_impl_info{name="synthDominantAreaCellType",value="sky130_fd_sc_hd__dfrtp_1"} 1
chip_impl_metric{name="final_cell_count_without_fillers",unit=""} 553
chip_impl_metric{name="crit_required",unit="ps"} 5950
chip_impl_metric{name="postSynthCellCount",unit=""} 434
==> critical path: stages <==
cell and delay [ps]:
sky130_fd_sc_hd__clkdlybuf4s50_1 590, sky130_fd_sc_hd__o21a_1 300, sky130_fd_sc_hd__nor4_1 280, sky130_fd_sc_hd__a21oi_1 180
sky130_fd_sc_hd__or2_2 460, sky130_fd_sc_hd__or4_1 690, sky130_fd_sc_hd__and2_4 330, sky130_fd_sc_hd__nor3b_2 220
sky130_fd_sc_hd__mux2i_1 190
==> sequential cells by signal, summed over array words and instances, names as in the netlist, 2 cells and up <==
register	cells
delay	20
turn_cnt	4
motor	2
brake_cnt	19
cstate	7
front_wheel	2
==> layer usage <==
metal  global-route usage  vias up
met1                0.416     1580
met2                0.337       74
li1                     -     1634
met5                    0        -
met4               0.0404        0
met3               0.0384        8
==> metrics by stage <==
stage          hold WS (ps)  cell area [µm²]
2_1_floorplan           451             3830
3_3_place_gp            492             4070
3_5_place_dp            488             4070
4_1_cts                 503             4260
5_1_grt                 535             4260
6_report                507             4260
==> power by group through the flow <==
stage / registers (mW) / logic [mW] / clock network, mW
6_report: 0.550 / 0.242 / 0.356
5_1_grt: 0.559 / 0.275 / 0.386
4_1_cts: 0.548 / 0.242 / 0.370
==> final cells by class <==
class / count / area share
multi-input combinational: 330 / 0.495
timing repair buffer: 23 / 0.0506
clock inverter: 5 / 0.00823
inverter: 24 / 0.0218
clock buffer: 11 / 0.0356
sequential: 61 / 0.360
tap: 99 / 0.0291
==> synth_stat cells (all sizes together) (9+ instances only) <==
cell	n
dfrtp	59
nand2	45
o21ai	37
nor2	32
inv	24
nor3	21
nand3	19
a21oi	16
nor4	15
buf	11
and3	10
or3	10
ha	9
==> path summary, 6_finish.rpt <==
path,from,end
hold / removal,brake_cnt[18],brake_cnt[18]
min in group asynchronous,rst,delay[15]
setup reg to reg,brake_cnt[2],turn_cnt[3]
hold reg to reg,brake_cnt[18],brake_cnt[18]
setup / recovery,ir[2],turn_cnt[3]
max in group asynchronous,rst,cstate[0]
==> cells by family (layout without fill, tap and decap cells) <==
family,Yosys count,after routing,share of synthesized area
AND/OR/NAND/NOR,183,183,0.260
AND-OR/OR-AND,121,121,0.219
flip-flops,61,61,0.400
buffers and inverters,43,63,0.0494
XOR/XNOR,11,11,0.0252
adder cells (fa/ha/maj),9,9,0.0294
multiplexers,6,6,0.0163
Power and IR drop assume default switching activity.

<file path="flow/run.sh">
#!/bin/bash
# OpenROAD 26Q1-2900-gdf79404cd8, Yosys 0.63+post, stock flow scripts
make -C /OpenROAD-flow-scripts/flow DESIGN_CONFIG=/design/flow/config.mk WORK_HOME=/design/flow/orfs finish
</file>
<file path="flow/config.mk">
export PLATFORM = sky130hd
export DESIGN_NAME = Core
export DESIGN_NICKNAME = Core
export VERILOG_FILES = /design/flow/design.v
export SDC_FILE = /design/flow/constraint.sdc
export NUM_CORES = 4
export LEC_CHECK = 1
export CORE_UTILIZATION = 30
</file>
<file path="flow/constraint.sdc">
current_design Core

set clk_period 4.5
set clk_io_pct 0.2

create_clock -name clk0 -period $clk_period [get_ports {clk}]

set non_clock_inputs [all_inputs -no_clocks]
set_input_delay [expr $clk_period * $clk_io_pct] -clock clk0 $non_clock_inputs
set_output_delay [expr $clk_period * $clk_io_pct] -clock clk0 [all_outputs]
</file>
<file path="flow/design.v">
module Core (
    input rst,
    input clk,
    input hall,
    input [1:0] object_color,
    input [1:0] station_color,
    input end_of_track,
    input uturn_finished,
    input brake_finished, reverse_finished, fbrake_finished,
    input buzz_finished,
    output reg en_tracking,
    output reg en_uturn,
    output reg en_brake, en_reverse, en_fbrake,
    output reg [3:0] ssd_state,
    output reg en_buzz,
    output reg en_object, en_station
);
    parameter   READY   = 9'b000000001,
                NOCOLOR = 9'b000000010,
                SEND    = 9'b000000100,
                MATCH   = 9'b000001000,
                UTURN   = 9'b000010000,
                RETURN  = 9'b000100000,
                EOT     = 9'b001000000,
                REVERSE = 9'b010000000,
                EOR     = 9'b100000000;
    reg [8:0] cstate, nstate;
    reg [1:0] object_color_detected;
    reg returning;
    always @(posedge clk or negedge rst)
        if (!rst)
            cstate <= READY;
        else
            cstate <= nstate;
    always @(*)
        case (cstate)
            READY:
                if (!hall)
                    if (object_color == 0)
                        nstate = NOCOLOR;
                    else
                        nstate = SEND;
                else
                    nstate = READY;
            NOCOLOR:
                if (buzz_finished)
                    nstate = READY;
                else
                    nstate = NOCOLOR;
            SEND:
                if (station_color == object_color_detected)
                    nstate = MATCH;
                else if (end_of_track)
                    nstate = EOT;
                else
                    nstate = SEND;
            MATCH:
                if (!hall)
                    nstate = UTURN;
                else
                    nstate = MATCH;
            UTURN:
                if (uturn_finished)
                    if (returning)
                        nstate = REVERSE;
                    else
                        nstate = RETURN;
                else
                    nstate = UTURN;
            RETURN:
                if (end_of_track)
                    nstate = EOT;
                else
                    nstate = RETURN;
            EOT:
                if ((buzz_finished || returning) && brake_finished)
                    nstate = UTURN;
                else
                    nstate = EOT;
            REVERSE:
                if (reverse_finished)
                    nstate = EOR;
                else
                    nstate = REVERSE;
            EOR:
                if (fbrake_finished)
                    nstate = READY;
                else
                    nstate = EOR;
            default:
                nstate = READY;
        endcase
    always @(posedge clk or negedge rst)
        if (!rst) begin
            en_tracking <= 0;
            en_uturn <= 0;
            en_brake <= 0;
            en_reverse <= 0;
            en_fbrake <= 0;
            ssd_state <= 0;
            en_buzz <= 0;
            en_object <= 1;
            en_station <= 0;
            object_color_detected <= 0;
            returning <= 0;
        end
        else
            case (nstate)
                READY: begin
                    en_uturn <= 0;
                    en_brake <= 0;
                    en_reverse <= 0;
                    en_fbrake <= 0;
                    ssd_state <= 0;
                    en_buzz <= 0;
                    en_object <= 1;
                    en_station <= 0;
                    returning <= 0;
                end
                NOCOLOR:
                    en_buzz <= 1;
                SEND: begin
                    en_tracking <= 1;
                    case (object_color_detected)
                        1: ssd_state <= 1;
                        2: ssd_state <= 2;
                        3: ssd_state <= 3;
                    endcase
                    en_object <= 0;
                    en_station <= 1;
                    if (cstate == READY)
                        object_color_detected <= object_color;
                end
                MATCH: begin
                    case (object_color_detected)
                        1: ssd_state <= 4;
                        2: ssd_state <= 5;
                        3: ssd_state <= 6;
                    endcase
                    en_tracking <= 0;
                    en_brake <= 1;
                    en_buzz <= 1;
                    en_station <= 0;
                end
                UTURN: begin
                    en_tracking <= 0;
                    ssd_state <= 8;
                    en_uturn <= 1;
                    en_buzz <= 0;
                end
                RETURN: begin
                    en_tracking <= 1;
                    en_uturn <= 0;
                    ssd_state <= 9;
                    object_color_detected <= 0;
                    returning <= 1;
                end
                EOT: begin
                    ssd_state <= 7;
                    en_tracking <= 0;
                    en_brake <= 1;
                    if (!returning)
                        en_buzz <= 1;
                    en_station <= 0;
                end
                REVERSE: begin
                    en_reverse <= 1;
                    en_uturn <= 0;
                end
                EOR: begin
                    en_reverse <= 0;
                    en_fbrake <= 1;
                end
            endcase
endmodule
</file>
==> run notes <==
run results: pin count of the biggest net entering global routing 25, Final Worst Setup Slack 1.240 ns, maximum VDD drop 0.0002839 V, hold path endpoint en_brake, Final HPWL DP 2.820 mm, sequential power share 0.299, Late-Pin Clk Latency 0.27 ns, H-tree depth 1, Hold Slack 0.5037 ns, Clock Tree Buf Depth 2, synth-to-layout area growth 26.20%, Top cell excl fill/tap clkdlybuf4s50_1, Post-CTS Setup Inserts 0, setup violators final 0, yosys cell count approximately 170, Clock Tree Root clkbuf_8, post-cts sizing count 0, worst-path cell chain clkdlybuf4s50_1 -> nand2b_2 -> o31ai_2 -> or4_4 -> nor4_2 -> a2111oi_0 -> a21oi_2, Core Region 0.004817 mm^2, CP delay by family, top simple AND/OR/NAND/NOR gates, fp util 0.3192, IO buf count 24, Leak 0.8407 nW, Final Wtd Congestion just over 0.9, Worst Hold Depth 2, top cells, area dfrtp_1 36%, nand2_1 3.9%, dfstp_2 3.4%, ha_1 3.3%, nor2_1 3.2%, YS warnings 1, CP endpoint kind flop, drt via density 5.198, PwrDens approximately 670 mW/mm^2, count of different cell masters after synthesis 58, hold_buf cts 0, wire per inst 14.41 um, sw frac 0.3982, FFs w/ async S/R, synth 1.000, # DRC 0, Worst-path clk slew approximately 0.090 ns, dpl ws ~1 ns, register share after synthesis 0.3922, Cells after Synth 166, CP Launch Type input pin, outcome finished, final reports clean, worst r2r path cells 7, DR iter-0 viols 143, Relative slew margins 0.5618, chip area 0.005416 mm^2, Ports 25, clk sink count 24, clock share of power 0.148, Worst R2R Start returning, Power Total 1.299 mW, maximum clock rate about 300 MHz, Pre-antenna DRT Iters 4, Int Power 0.7815 mW, WP data arrival 3.46 ns, Avg Synthesized Cell Area 9.263 um^2, YS chip area 0.001538 mm^2, r2r setup slk between 1.5 and 2 ns, Antenna Cells 0, Hold Fails Final Rpt 0, Worst Skew roughly 0.0024 ns, fin crit share 0.7244, die height 73.60 um, Logic pwr share 0.553, Max-area cell share 0.3580, count of library flops with an enable pin 0, most frequent cells in the layout 24 x clkdlybuf4s50_1, 22 x dfrtp_1, 16 x nand2_1, 13 x nor2_1, 10 x inv_1, fin. max-slew vios 0, unrepaired setup endpoints after global routing false, main flop type dfrtp_1, FP Rows 25, die x size 73.60 um, OpenROAD warning count 28, min-delay src en_brake, slowest CP cell nor4_2, share of cells above drive strength 1 0.1128, Fillers 508, Crit Path Max Fanout 7, Worst R2R End ssd_state[0], Num CTS Buffers 3, max incr delay on CP between 0.6 and 0.7 ns, Crit Path Class input pin to flop, largest area contributor in the netlist dfrtp_1, Max-cap violations 0, CTS tree yes, GRT Resource Usage Total 0.1501, vias in the first global route 1316, Cell Area, Synth approximately 0.0015 mm^2, Synth flops 24, gr ovfl total 0, NetSw 0.5170 mW, worst path buffer plus inverter count 1, Antenna Nets Post-Route 0, worst min path class flop to flop, Period minus WS final 3.260 ns, slew of the pin with the lowest slew margin 0.6407 ns, initial antenna violation count 0, first-pass GRT wire length 6.244 mm, Critical Path RT 4.70 ns, final WL between 3 and 4 mm, Setup Total Neg Slack 0 ns, Vias 1362
[cell usage after synthesis, drive strengths merged, types with 2 or more instances]
cell / instances
dfrtp: 22
nand2: 16
nor2: 13
inv: 12
nand3: 9
a21oi: 8
o21ai: 8
nand2b: 7
o211ai: 6
xnor2: 5
ha: 4
nor4: 4
a22oi: 3
nand4: 3
or4: 3
a211o: 2
a31oi: 2
and2: 2
dfstp: 2
mux2: 2
mux2i: 2
nor2b: 2
or2: 2
xor2: 2
[worst max path at each step]
stage	from	endpoint	slack (ns)	depth (start not counted)
4_1_cts	hall	ssd_state[0]	1.28	7
6_report	hall	ssd_state[0]	1.24	7
5_1_grt	end_of_track	ssd_state[0]	1.12	7
[power groups by stage]
stage | logic [mW] | clock network [mW] | registers [mW]
final | 0.718 | 0.192 | 0.389
after global routing | 0.804 | 0.208 | 0.400
after CTS | 0.720 | 0.196 | 0.390
[cells by family (layout without fill, tap and decap cells)]
| logic type | after synthesis | count (layout) | synth area share |
|---|---|---|---|
| adder cells (fa/ha/maj) | 4 | 4 | 0.03255 |
| AND/OR/NAND/NOR | 66 | 66 | 0.2344 |
| multiplexers | 4 | 4 | 0.02766 |
| XOR/XNOR | 7 | 7 | 0.03987 |
| flip-flops | 24 | 24 | 0.3922 |
| buffers and inverters | 14 | 43 | 0.04068 |
| AND-OR/OR-AND | 47 | 47 | 0.2327 |
[registers in the layout (all words and copies together), names as in the netlist]
signal	cells
en_object	1
object_color_detected	2
en_fbrake	1
en_reverse	1
returning	1
ssd_state	4
en_station	1
en_uturn	1
en_buzz	1
en_tracking	1
en_brake	1
cstate	9
[tightest hold or removal path, cell delays in order, from the launching register on]
cell and delay, ns:
dfrtp_1 0.36, nand2_1 0.05, nand2_1 0.06
[metrics by stage]
stage,utilization,instances,area (um^2)
after floorplan,-,166,1538
after global placement,0.3881,258,1869
after detailed placement,0.3881,258,1869
after CTS,0.4029,262,1941
after global routing,0.4029,262,1941
final,0.4029,262,1941
[cell type report]
class,instances,area (um^2),area share
clock buffers,3,41.29,0.02128
repair buffers,27,262.8,0.1354
inverters,12,47.55,0.02450
well taps,67,83.83,0.04320
flip-flops and latches,24,603.1,0.3108
multi-input cells,128,872.1,0.4494
clock inverters,1,30.03,0.01547
[metal layers]
metal,share of wire,GRT usage,wire (um)
met1,0.50,0.2438,1890
met2,0.43,0.2243,1624
met3,0.061,0.02080,229
met4,0.0079,0.01709,30
met5,0,0,0
No activity file was given, so power comes from the tool's default toggle rates.

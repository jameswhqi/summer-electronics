**/design/flow/design.v**
```verilog
module Clkdiv
(
    input clk,
    output reg nclk
);
    parameter bits = 9, cycle = 500;
    reg [bits-1:0] cnt;
    always @(posedge clk)
        if (cnt < cycle/2-1) begin
            nclk <= 1;
            cnt <= cnt + 1;
		end
        else if (cnt < cycle-1) begin
            nclk <= 0;
            cnt <= cnt + 1;
		end
        else begin
            nclk <= 1;
            cnt <= 0;
		end
endmodule
module Color (
    input clkus,
    input object_wave,
    input station_wave,
    output reg [1:0] object_select,
    output reg [1:0] station_select,
    output reg [1:0] object_color,
    output reg [1:0] station_color,
    input en_object, en_station,
    output reg object_led, station_led
);
    parameter   SELECT_R    = 2'b00,
                SELECT_G    = 2'b11,
                SELECT_B    = 2'b01;
    parameter PERIOD = 2000;  
    reg [10:0] cnt;
    reg [9:0] obj_cnt_r, obj_cnt_g, obj_cnt_b;  
    reg [9:0] stn_cnt_r, stn_cnt_g, stn_cnt_b;
    parameter   CNT_R   = 2'b00,
                CNT_G   = 2'b01,
                CNT_B   = 2'b10,
                CALC    = 2'b11;
    reg [1:0] mode;
    reg calc_done;
    always @(posedge clkus) begin
        if (cnt == PERIOD - 1) begin
            cnt <= 0;
            mode <= mode + 1;
        end
        else
            cnt <= cnt + 1;
        case (mode)
            CNT_R: begin
                if (en_object && object_led)
                    object_select <= SELECT_R;
                else
                    object_select <= 2'b11;
                if (en_station && station_led)
                    station_select <= SELECT_R;
                else
                    station_select <= 2'b11;
                calc_done <= 0;
            end
            CNT_G: begin
                if (en_object && object_led)
                    object_select <= SELECT_G;
                else
                    object_select <= 2'b11;
                if (en_station && station_led)
                    station_select <= SELECT_G;
                else
                    station_select <= 2'b11;
            end
            CNT_B: begin
                if (en_object && object_led)
                    object_select <= SELECT_B;
                else
                    object_select <= 2'b11;
                if (en_station && station_led)
                    station_select <= SELECT_B;
                else
                    station_select <= 2'b11;
            end
            CALC:
                if (!calc_done) begin
                    if (obj_cnt_r >= 20 && obj_cnt_r < 40 && obj_cnt_r > obj_cnt_b && obj_cnt_r - obj_cnt_r[9:2] - obj_cnt_r[9:3] > obj_cnt_g && obj_cnt_b > obj_cnt_g
                        || obj_cnt_r >= 40 && obj_cnt_r - obj_cnt_r[9:2] > obj_cnt_b && obj_cnt_r - obj_cnt_r[9:1] > obj_cnt_g && obj_cnt_b > obj_cnt_g)
                        object_color <= 1;
                    else if (obj_cnt_g >= 16 && obj_cnt_g > obj_cnt_r && obj_cnt_g > obj_cnt_b)
                        object_color <= 2;
                    else if (obj_cnt_b >= 24 && obj_cnt_b < 48 && obj_cnt_b - obj_cnt_b[9:2] > obj_cnt_r && obj_cnt_b - obj_cnt_b[9:2] > obj_cnt_g
                             || obj_cnt_b >= 48 && obj_cnt_b - obj_cnt_b[9:2] - obj_cnt_b[9:3] > obj_cnt_r && obj_cnt_b - obj_cnt_b[9:2] - obj_cnt_b[9:3] > obj_cnt_g)
                        object_color <= 3;
                    else
                        object_color <= 0;
                    if (stn_cnt_r >= 20 && stn_cnt_r < 40 && stn_cnt_r[9:1] > stn_cnt_b && stn_cnt_r[9:1] - stn_cnt_r[9:3] > stn_cnt_g && stn_cnt_b > stn_cnt_g
                        || stn_cnt_r >= 40 && stn_cnt_r - stn_cnt_r[9:1] > stn_cnt_b && stn_cnt_r - stn_cnt_r[9:1] - stn_cnt_r[9:3] > stn_cnt_g && stn_cnt_b > stn_cnt_g)
                        station_color <= 1;
                    else if (stn_cnt_g >= 16 && stn_cnt_g - stn_cnt_g[9:2] - stn_cnt_g[9:3] > stn_cnt_r && stn_cnt_g - stn_cnt_g[9:2]- - stn_cnt_g[9:3] > stn_cnt_b)
                        station_color <= 2;
                    else if (stn_cnt_b >= 24 && stn_cnt_b < 48 && stn_cnt_b - stn_cnt_b[9:2] > stn_cnt_r && stn_cnt_b - stn_cnt_b[9:2] > stn_cnt_g
                             || stn_cnt_b >= 48 && stn_cnt_b - stn_cnt_b[9:2] - stn_cnt_b[9:3] > stn_cnt_r && stn_cnt_b - stn_cnt_b[9:2] - stn_cnt_b[9:3] > stn_cnt_g)
                        station_color <= 3;
                    else
                        station_color <= 0;
                    calc_done <= 1;
                end
        endcase
        if (!en_object && object_select == 2'b11)
            object_led <= 0;
        else
            object_led <= 1;
        if (!en_station && station_select == 2'b11)
            station_led <= 0;
        else
            station_led <= 1;
    end
    always @(posedge object_wave)
        case (mode)
            CNT_R: begin
                obj_cnt_r <= obj_cnt_r + 1;
            end
            CNT_G: begin
                obj_cnt_g <= obj_cnt_g + 1;
            end
            CNT_B: begin
                obj_cnt_b <= obj_cnt_b + 1;
            end
            CALC:
                if (calc_done) begin
                    obj_cnt_r <= 0;
                    obj_cnt_g <= 0;
                    obj_cnt_b <= 0;
                end
        endcase
    always @(posedge station_wave)
        case (mode)
            CNT_R: begin
                stn_cnt_r <= stn_cnt_r + 1;
            end
            CNT_G: begin
                stn_cnt_g <= stn_cnt_g + 1;
            end
            CNT_B: begin
                stn_cnt_b <= stn_cnt_b + 1;
            end
            CALC:
                if (calc_done) begin
                    stn_cnt_r <= 0;
                    stn_cnt_g <= 0;
                    stn_cnt_b <= 0;
                end
        endcase
endmodule
module Colortop (
    input clk,
    input object_wave,
    output [1:0] object_select,
    output [1:0] object_color
);
    wire clkus;
    Clkdiv #(6, 50) clk1 (.clk(clk), .nclk(clkus));
    wire [1:0] station_color, station_select;
    Color color (.clkus(clkus), .object_wave(object_wave), .station_wave(object_wave),
                 .object_select(object_select), .station_select(station_select), .object_color(object_color), .station_color(station_color));
endmodule
```
**/design/flow/constraint.sdc**
```tcl
current_design Colortop

set clk_period 1.3
set clk_io_pct 0.2

create_clock -name clk0 -period $clk_period [get_ports {clk}]
create_clock -name clk1 -period $clk_period [get_ports {object_wave}]

set non_clock_inputs [all_inputs -no_clocks]
set_input_delay [expr $clk_period * $clk_io_pct] -clock clk0 $non_clock_inputs
set_output_delay [expr $clk_period * $clk_io_pct] -clock clk0 [all_outputs]
```
**/design/flow/run.sh**
```bash
#!/bin/bash
# OpenROAD 26Q1-2900-gdf79404cd8, Yosys 0.63+post, stock flow scripts
make -C /OpenROAD-flow-scripts/flow DESIGN_CONFIG=/design/flow/config.mk WORK_HOME=/design/flow/orfs finish
```
**/design/flow/config.mk**
```make
export PLATFORM = sky130hd
export DESIGN_NAME = Colortop
export DESIGN_NICKNAME = Colortop
export VERILOG_FILES = /design/flow/design.v
export SDC_FILE = /design/flow/constraint.sdc
export NUM_CORES = 4
export LEC_CHECK = 1
export CORE_UTILIZATION = 50
```
==> flow_metrics.py <==
# Metrics from the implementation run
metrics = {
    "run_status": {
        "status": "complete, but fails checks",
        "violations": "setup timing",
    },
    "floorplanning": {
        "fp_util_pct": 51.8,
        "ios": 6,
        "rows": 41,
        "chipArea_mm2": 0.0137,
        "dieWidth_um": 117,
        "die_h_um": 117,
        "fp.coreArea_mm2": 0.0128,
    },
    "place": {
        "finalWeightedCongestion": 0.953,
        "numPortBuffers": 2,
        "detailed_place_hpwl_mm": 13.0,
    },
    "cts": {
        "cts_hold_repair.buffers": 0,
        "path_clk_slew_ns": 0.05,
        "cts_tree": "yes",
    },
    "final_timing": {
        "tightest_slew_ns": 0.920,
        "unclocked_pins": 16,
        "final_max_slew_viol_count": 0,
        "hold_slack_ns": 0.454,
        "finalSetupViolations": 10,
        "finalHoldViolations": 0,
        "worst_slew_margin_rel_pct": 38.2,
        "fin_skew_ns": 0.00557,
        "rsz0062_at_grt": "yes",
        "finalSetupTns_ns": -0.812,
        "untimed_endpoints": 53,
        "setup_ws_ns": -0.144,
    },
    "yosys": {
        "synthTopCellsByArea": "ha_1 32%, edfxtp_1 16%, xnor2_1 6.9%, dfxtp_1 5.4%, a21o_1 4.0%",
        "ys_cells": 741,
        "avgSynthCellArea_um2": 8.94,
        "edf_count": 35,
        "synth_area_mm2": 0.00662,
        "async_flop_share_pct": 0,
        "ys_types": 57,
        "yosys.area.top_type": "ha_1",
        "ys_seq_share_pct": 21.3,
        "yosys_warnings": 3,
        "syn_inst": 741,
        "ys_seq_elements": 53,
        "yosysChipArea_mm2": 0.00662,
        "top_cell_area_share_pct": 31.6,
        "synth-main-ff-cell": "edfxtp_1",
    },
    "cells_and_area": {
        "lay_top_count": "ha_1",
        "drive_above_1_share_pct": 17.2,
        "fillCellCount": 1014,
        "fin_util_pct": 62.2,
        "layout_top_cells": "159 x ha_1, 77 x buf_4, 64 x nor2_1",
        "area_growth_pct": 19.9,
    },
    "setup_path": {
        "arrival_ns": 1.46,
        "cp_cell_sequence": "inv_2 -> nor3_2 -> nand2_1 -> nor2_2 -> nand3_1 -> xnor2_1 -> nor2_1",
        "r2r_slack_ns": -0.14,
        "required_ns": 1.31,
        "cp-startpoint": "color.obj_cnt_g[5]",
        "cp_max_fo": 3,
        "r2r_end": "color.obj_cnt_g[9]",
        "crit_family": "simple AND/OR/NAND/NOR gates",
        "start_kind": "flip-flop",
        "path_class": "flip-flop to flip-flop",
        "path_depth": 7,
        "slowest_delay_ns": 0.37,
        "setup.worst_path.end": "color.obj_cnt_g[9]",
        "reg2reg_depth": 7,
        "r2r_start": "color.obj_cnt_g[5]",
        "end_kind": "flip-flop",
        "path_buffers": 1,
        "cp_slowest_cell": "edfxtp_1",
    },
    "pwr": {
        "ir_worst_vdd_uv": 553,
        "switching_share_pct": 18.0,
        "p_sw_w": 0.000521,
        "p_clk_share_pct": 56.2,
        "p_leak_nw": 4.06,
        "p_int_w": 0.00237,
        "power.density_mw_per_mm2": 364,
        "comb_power_share_pct": 0,
        "p_seq_share_pct": 43.7,
    },
    "drt": {
        "drt-vias-per-instance": 5.53,
        "drc": 0,
        "vias": 5570,
        "drt_wl_total_mm": 16.5,
        "drt_iter0_drc": 300,
        "postRouteAntennaNets": 0,
        "dr.pass1.iters": 5,
        "wl_per_cell_um": 16.4,
        "num_antenna_cells": 0,
    },
    "grt": {
        "grt_pass1_wl_mm": 25.9,
        "grt_pass1_vias": 5196,
        "grt_usage_pct": 26.0,
        "antenna_found_initial": 0,
        "grt_overflow": 0,
        "grt_max_degree": 37,
    },
    "min_path": {
        "min_path_type": "flip-flop to flip-flop",
    },
    "flow_run": {
        "drv_cap": 0,
        "tool_warnings": 54,
    },
}
[worst reg2reg max path, delay by kind of cell, from the launching register on]
kind,cells,cell delay [ns]
AND/OR/NAND/NOR,5,0.62
XOR/XNOR,1,0.14
flip-flops,1,0.37
buffers and inverters,1,0.05
[logic make-up after synthesis]
kind of cell | share of synthesized area [%]
and+or+nand+nor | 16.3
adders and majority gates | 33.1
AOI/OAI and AO/OA | 16.0
buffers and inverters | 4.42
xor gates and xnor gates | 8.84
DFF | 21.3
other | 0.0566
[layout make-up]
class / instances / area [um2] / share of cell area (%)
inverter: 70 / 263 / 3.31
clock buffer: 10 / 208 / 2.62
sequential: 53 / 1410 / 17.8
multi-input combinational: 613 / 5150 / 64.8
clock inverter: 2 / 8.76 / 0.110
tap: 172 / 215 / 2.71
timing repair buffer: 87 / 688 / 8.67
[sequential cells by signal, summed over array words and instances (netlist names)]
name / flops
clk1.cnt: 6
color.object_color: 2
color.mode: 2
clk1.nclk: 1
color.obj_cnt_b: 10
color.obj_cnt_r: 10
color.obj_cnt_g: 10
color.cnt: 11
color.calc_done: 1
[repair_timing]
action	CTS	global route
setup endpoints to repair	13	24
resized	9	28
pin swaps	11	12
setup buffers	6	11
[routing by layer]
| metal | vias to the layer above | share of wire [%] | wire length (um) | global-route usage, % |
|---|---|---|---|---|
| met5 | - | 0 | 0 | 0 |
| met4 | 0 | 1.6 | 260 | 3.38 |
| met3 | 19 | 5.4 | 886 | 4.35 |
| met2 | 134 | 43 | 7130 | 40.7 |
| met1 | 2532 | 50 | 8230 | 40.0 |
| li1 | 2885 | - | - | - |
[Yosys cell counts (3+ instances only)]
| cell type | count |
|---|---|
| nor3_1 | 15 |
| a21boi_0 | 4 |
| xnor2_1 | 52 |
| nor2_1 | 65 |
| nor2b_1 | 17 |
| o21a_1 | 10 |
| inv_1 | 70 |
| dfxtp_1 | 18 |
| or2_2 | 3 |
| edfxtp_1 | 35 |
| a21o_1 | 35 |
| nand3_1 | 20 |
| o21ai_0 | 25 |
| a31oi_1 | 5 |
| o211ai_1 | 3 |
| o21bai_1 | 3 |
| a211oi_1 | 7 |
| and4_1 | 3 |
| nand2b_1 | 12 |
| nor4_1 | 5 |
| clkbuf_1 | 4 |
| a21oi_1 | 44 |
| and3_1 | 3 |
| xor2_1 | 13 |
| ha_1 | 167 |
| o2111ai_1 | 3 |
| or3_1 | 3 |
| fa_1 | 5 |
| a221oi_1 | 4 |
| nand4_1 | 24 |
| nand2_1 | 34 |
[power by group through the flow]
stage	Combinational, W	Clock, W	Sequential, W
CTS	0.000000246	0.00166	0.00126
global route	0.000000491	0.00171	0.00126
finish	0.000000178	0.00163	0.00126
[metrics by stage]
stage / cell area (um2) / power [W] / std cells / worst slack (ns)
3_3_place_gp: 7410 / 0.00129 / 979 / -0.133
2_1_floorplan: 6690 / 0.00129 / 742 / -0.177
6_report: 7940 / 0.00289 / 1007 / -0.144
3_5_place_dp: 7410 / 0.00129 / 979 / -0.130
4_1_cts: 7730 / 0.00292 / 997 / -0.119
5_1_grt: 7940 / 0.00297 / 1007 / -0.222
[worst min-delay path by stage]
| stage | start | to | cells past startpoint |
|---|---|---|---|
| final | clk1.cnt[5] | clk1.cnt[5] | 2 |
| after global routing | clk1.cnt[0] | clk1.cnt[0] | 1 |
| after CTS | clk1.cnt[5] | clk1.cnt[5] | 2 |
Power is estimated from default activity; no workload was simulated.
